===== design/flow/design.v =====
module timer (
    input logic clk,
    input logic rst,
	input logic [31:0]   addr_in,  
	input logic [31:0]   data_in,  
	input logic          wr_in,    
	input logic          rd_in,    
	output logic 	     rd_valid_out,  
	output logic [31:0]  data_out  
);
logic [31:0] config_reg;
logic [31:0] lo_reg;
logic [31:0] hi_reg;
logic [31:0] loadlo_reg;
logic [31:0] loadhi_reg;
logic load_triggered;
logic update_triggered;
logic prescaler_enabled;
logic prescaler_rst;
logic [2:0] divval;
logic [63:0] counter;
logic [15:0] prescale_counter;
always_ff @(posedge clk) begin
        load_triggered <= 1'b0;
        update_triggered <= 1'b0;
	prescaler_enabled <= 1'b0;
        if ((addr_in[31:16] == 16'h3FF5) & wr_in) begin
                case (addr_in[15:0])
                        16'hF000: config_reg <= data_in;
                        16'hF020: begin
                                load_triggered <= 1'b1;               
                        end
			16'hF00C: begin
				update_triggered <= 1'b1;
			end
			16'hF018: begin
                             loadlo_reg <= data_in;
			end
			16'hF01C: begin
                             loadhi_reg <= data_in;
			end
                        default: begin
                        end
                endcase
        end
        if (rst) begin
                config_reg <= 32'd0;
        end
end
always_ff @(posedge clk) begin
        rd_valid_out <= rd_in;
        if ((addr_in[31:16] == 16'h3FF5) & rd_in) begin
                case (addr_in[15:0])
                        16'hF000: begin 
                                data_out <= config_reg;
                        end
			16'hF004: begin
				data_out <= lo_reg;
			end
			16'hF008: begin
			       data_out <= hi_reg;
		       	end	       
                        default: begin
                        end
                endcase
        end
        if (rst) begin
                data_out <= 32'd0;
                rd_valid_out <= 1'b0;
        end
end
always_ff @(posedge clk) begin
	if (prescaler_enabled == 1) begin
		if (config_reg[30] == 1) begin
			counter <= counter + 64'd1;
		end else if (config_reg[30] == 0) begin
			counter <= counter - 64'd1;
		end	
	end
	if (load_triggered) begin
                counter[63:32] <= loadhi_reg;
		counter[31:0] <= loadlo_reg;
	end
        if (update_triggered) begin
                hi_reg <= counter[63:32];
                lo_reg <= counter[31:0];
        end
end
always_ff@(posedge clk) begin
	prescale_counter <= prescale_counter + 16'd1; 
	case (config_reg[28:13])
		16'd0: begin
			divval <= 16'd0;
		end
		16'd1: begin
			divval <= 16'd1;
		end
		16'd2: begin
			divval <= 16'd1;
		end
		default:
			divval <= 16'd1;
	endcase
	if (config_reg[31] == 1) begin
		if (config_reg[28:13] == prescale_counter) begin
			prescaler_enabled <= 1'b1;
			prescaler_rst <= 1'b1;
		end 
	end
	if (prescaler_rst) begin
		prescale_counter <= 16'd0;
	end
end
endmodule

===== design/flow/run.sh =====
#!/bin/bash
# OpenROAD 26Q1-2900-gdf79404cd8, Yosys 0.63+post, stock flow scripts
make -C /OpenROAD-flow-scripts/flow DESIGN_CONFIG=/design/flow/config.mk WORK_HOME=/design/flow/orfs finish

===== design/flow/config.mk =====
export PLATFORM = sky130hd
export DESIGN_NAME = timer
export DESIGN_NICKNAME = timer
export VERILOG_FILES = /design/flow/design.v
export SDC_FILE = /design/flow/constraint.sdc
export NUM_CORES = 4
export LEC_CHECK = 1
export CORE_UTILIZATION = 40

===== design/flow/constraint.sdc =====
current_design timer

set clk_period 9.0
set clk_io_pct 0.2

create_clock -name clk0 -period $clk_period [get_ports {clk}]

set non_clock_inputs [all_inputs -no_clocks]
set_input_delay [expr $clk_period * $clk_io_pct] -clock clk0 $non_clock_inputs
set_output_delay [expr $clk_period * $clk_io_pct] -clock clk0 [all_outputs]

==> impl_metrics.sql <==
-- flow metrics import
INSERT INTO impl_metrics (metric_group, metric, value, unit) VALUES
('detailed_routing', 'drt_iter0_markers', '253', ''),
('final_layout', 'final_layout_size_suffix_gt1_share', '14.4', '%'),
('floorplanning', 'die-area', '24200', 'sq um'),
('detailed_routing', 'final_antenna_net_count', '0', ''),
('global_route', 'grt_antenna_before_repair', '0', ''),
('sta', 'fin_crit_sh', '49.5', '%'),
('sta', 'totalNegativeSetupSlack', '0', 'ps'),
('floorplanning', 'io_pins', '101', ''),
('synth', 'synthTopCellsByArea', 'sky130_fd_sc_hd__edfxtp_1, sky130_fd_sc_hd__dfxtp_1, sky130_fd_sc_hd__a221oi_1', ''),
('critical_path', 'worst_path_most_repeated_cell', 'sky130_fd_sc_hd__buf_4', ''),
('critical_path', 'worst_r2r_path_depth', '1', ''),
('power_and_ir_drop', 'vdd_ir_drop_max', '106', 'uV'),
('detailed_routing', 'wl', '21.0', 'mm'),
('cts', 'post-cts-setup-buffer-count', '0', ''),
('synth', 'synth.yosys.seq_area_share', '75.3', '%'),
('cts', 'insertion_delay', '510', 'ps'),
('sta', 'relSlewSlack', '44.8', '%'),
('flow_run', 'log.warning_count', '25', ''),
('sta', 'final_hold_viol_count', '0', ''),
('global_route', 'grt_max_degree', '69', ''),
('critical_path', 'critical_path.endpoint_type', 'register', ''),
('placed_design', 'buffer_ports.inserted', '100', ''),
('critical_path', 'cp_data_required_time', '9150', 'ps'),
('global_route', 'via_count_of_the_first_global_routing_pass', '6156', ''),
('flow_run', 'cap_violations', '0', ''),
('placed_design', 'hpwl', '11.2', 'mm'),
('floorplanning', 'row_count', '55', ''),
('critical_path', 'startpoint_type', 'input pin', ''),
('final_layout', 'finish.instance_area', '11700', 'sq um'),
('detailed_routing', 'n_antenna_cell', '0', ''),
('critical_path', 'cp_slowest_cell', 'sky130_fd_sc_hd__or4_1', ''),
('cts', 'holdBufCountCts', '0', ''),
('hold_path', 'worstHoldPathType', 'reg -> reg', ''),
('cts', 'clk_path_buf_depth', '3', ''),
('sta', 'rsz0062_at_grt', 'false', ''),
('power_and_ir_drop', 'power.static_leakage', '3.56', 'nW'),
('critical_path', 'worstPathCellList', 'clkdlybuf4s50_1 -> nand4b_1 -> or4_4 -> buf_4 -> or4_1 -> nor2b_4 -> buf_4', ''),
('detailed_routing', 'vias', '5909', ''),
('synth', 'synth_area_leader_cell', 'sky130_fd_sc_hd__edfxtp_1', ''),
('final_layout', 'largest_register_ff_count', '64', ''),
('cts', 'number_of_buffers_added_by_the_clock_tree_synthesis_step', '26', ''),
('global_route', 'grt_first_pass_wirelength', '33.0', 'mm'),
('synth', 'async_reset_ff_share', '0', '%'),
('synth', 'yosys_warnings', '3', ''),
('synth', 'yosys_area', '9430', 'sq um'),
('final_layout', 'max_flop_register', 'counter', ''),
('critical_path', 'cp_max_fo', '68', ''),
('synth', 'synth_dominant_cell_count', 'sky130_fd_sc_hd__edfxtp_1', ''),
('global_route', 'global_route.usage.total', '19.2', '%'),
('synth', 'post_synth.cell_area_avg', '15.4', 'sq um'),
('detailed_routing', 'first_drt_pass_iteration_count', '5', ''),
('global_route', 'top_usage_layer_grt', 'met2', ''),
('cts', 'clk_slew_on_worst_s_h_paths', '60', 'ps'),
('detailed_routing', 'wire_per_inst', '20.4', 'um'),
('floorplanning', 'placeable_area', '22900', 'sq um'),
('synth', 'post_synth_top_cells', 'sky130_fd_sc_hd__edfxtp_1, sky130_fd_sc_hd__dfxtp_1, sky130_fd_sc_hd__clkbuf_1, sky130_fd_sc_hd__nand4_1', ''),
('hold_path', 'hold_path_depth', '0', ''),
('final_layout', 'syn_to_final_growth', '23.8', '%'),
('critical_path', 'path_type_of_the_worst_setup_path', 'in -> reg', ''),
('power_and_ir_drop', 'power_per_cell_area', '214', 'nW/um^2'),
('cts', 'post_cts_resized', '0', ''),
('cts', 'clock_tree.root_cell', 'sky130_fd_sc_hd__clkbuf_16', ''),
('sta', 'final.setup_skew', '7.58', 'ps'),
('synth', 'numSynthFlops', '259', ''),
('synth', 'netlist-cell-type-count', '31', ''),
('status', 'outcome', 'completed', ''),
('sta', 'finalWorstPathRequiredPeriod', '4450', 'ps'),
('cts', 'tritoncts', 'done', ''),
('floorplanning', 'die_height', '156', 'um'),
('synth', 'synth_top_area_share', '61.1', '%'),
('synth', 'mappedNetlistArea', '9430', 'sq um');
## critical path, delay by kind of cell
kind | cells | cell delay [ps]
and+or+nand+nor | 4 | 1490
buffers and inverters | 3 | 1270
## area by class of cell
type | instances | area, sq um
timing repair buffer | 118 | 1140
multi-input combinational | 290 | 2100
clock buffer | 32 | 704
sequential | 259 | 7110
tap | 313 | 392
fill | 1861 | 11200
clock inverter | 16 | 233
inverter | 1 | 3.75
## worst paths after layout
| kind | startpoint | to | slack, ps |
|---|---|---|---|
| worst min register to register | loadhi_reg[3]$_DFFE_PP_ | counter[35]$_DFFE_PP_ | 410 |
| worst max-delay path | addr_in[24] | loadlo_reg[16]$_DFFE_PP_ | 4550 |
| worst min-delay path | loadhi_reg[3]$_DFFE_PP_ | counter[35]$_DFFE_PP_ | 410 |
| worst max register to register | load_triggered$_SDFF_PN0_ | counter[13]$_DFFE_PP_ | 7230 |
## cell families (layout without fill, tap and decap cells)
logic type | Yosys count | in the layout | share of synthesized area (%)
buf+inv | 62 | 167 | 2.71
compound gates | 225 | 225 | 17.5
simple gates | 65 | 65 | 4.48
flops | 259 | 259 | 75.3
## layer usage
layer | part of all wire (%) | vias up
met5 | 0 | -
met4 | 1.7 | 0
met3 | 10 | 35
met2 | 50 | 294
met1 | 38 | 2850
li1 | - | 2730
## per-stage QoR
step	instances	utilization (%)	hold WS (ps)	power, mW	worst slack, ps
after CTS	1029	51.0	414	2.52	4540
final	1029	51.0	411	2.50	4550
after global routing	1029	51.0	417	2.59	4440
after global placement	981	46.9	400	1.38	4020
after floorplan	611	-	400	1.33	4040
after detailed placement	981	46.9	405	1.38	4000
## power breakdown
part | total [mW] | internal [mW] | switching, mW | leakage [nW]
Combinational | 0.0848 | 0.0423 | 0.0425 | 0.833
Sequential | 1.27 | 1.27 | 0.0000609 | 2.27
Clock | 1.15 | 0.727 | 0.423 | 0.456
Total | 2.50 | 2.04 | 0.465 | 3.56
## placed cells by master, fill, tap and decap left out, drive strengths merged
cell           Yosys  routed
nor2               4       4
clkinv             0       8
clkinvlp           0       2
nor2b              4       4
a22oi             32      32
nor4               3       3
inv                1       1
and2               1       1
nand4             36      36
o311ai            32      32
nand2              4       4
a21oi             32      32
a31o              32      32
nor3               2       2
dfxtp             67      67
o31ai             32      32
and4               2       2
buf                9      18
nand3              1       1
a221oi            32      32
bufinv             0       6
edfxtp           192     192
o21a               1       1
nand4bb            1       1
and3               1       1
or4                3       3
nand4b             2       2
nand3b             1       1
clkdlybuf4s50      0     100
o21ai             32      32
clkbuf            52      32
Power and IR drop assume default switching activity.

==> /design/flow/design.v <==
module alu (
	input logic [7:0] a,
	input logic [7:0] b,
	input logic [2:0] op,
	output logic [7:0] q
);
always_comb begin
	case(op)
		3'd0: q = a + b;
		3'd1: q = a - b;
		3'd2: q = a >> 1;
		3'd3: q = a << 1;
		3'd4: q = a & b;
		3'd5: q = a | b;
		3'd6: q = 0;
		3'd7: q = 0;
	endcase
end
endmodule
==> /design/flow/run.sh <==
#!/bin/bash
# OpenROAD 26Q1-2900-gdf79404cd8, Yosys 0.63+post, stock flow scripts
make -C /OpenROAD-flow-scripts/flow DESIGN_CONFIG=/design/flow/config.mk WORK_HOME=/design/flow/orfs finish
==> /design/flow/config.mk <==
export PLATFORM = sky130hd
export DESIGN_NAME = alu
export DESIGN_NICKNAME = alu
export VERILOG_FILES = /design/flow/design.v
export SDC_FILE = /design/flow/constraint.sdc
export NUM_CORES = 4
export LEC_CHECK = 1
export CORE_AREA = 10 10 70 70
export DIE_AREA = 0 0 80 80
==> /design/flow/constraint.sdc <==
current_design alu

set clk_period 6.2
set clk_io_pct 0.2

create_clock -name clk0 -period $clk_period

set non_clock_inputs [all_inputs -no_clocks]
set_input_delay [expr $clk_period * $clk_io_pct] -clock clk0 $non_clock_inputs
set_output_delay [expr $clk_period * $clk_io_pct] -clock clk0 [all_outputs]
==> results_dict.tcl <==
# place-and-route summary
set metrics [dict create \
    outcome "completed" \
    crit_required_ns 4.96 \
    grt_pass1_wl_microns 3988 \
    timing.fmax_ghz 0.1785 \
    firstDrtPassIters 3 \
    ys_seq_frac 0 \
    power_leakage_uw 0.0004487 \
    setup_violations 0 \
    grt_pass1_vias 803 \
    die_width_microns 80 \
    seq_cells 0 \
    drive_above_1_share 0.09091 \
    fp_util 0.2469 \
    worstPathMaxFanout 12 \
    yosys_warnings 1 \
    cp_num_cells 11 \
    fill_cells 372 \
    fin_area_sq_um 1154 \
    ys_area_sq_um 843.3 \
    relSlewSlack 0.5378 \
    postSynthCellCount 108 \
    finalMaxSlewViolations 0 \
    die_area_sq_um 6400 \
    synth.top_cell.area_share 0.1484 \
    netlist_area_sq_um 843.3 \
    period_used_share 0.9035 \
    post-dp-hpwl_microns 2002 \
    io_pins 27 \
    layout_top_cells "27 x clkdlybuf4s50_1, 10 x ha_1, 9 x xnor2_1, 9 x nand2_1, 8 x o21ai_0" \
    drc 0 \
    setup_tns_ns 0 \
    synthTopCellsByArea "ha_1 15%, xnor2_1 9.3%, mux2i_1 7.1%, maj3_1 5.9%, o21ai_0 4.7%" \
    synth.avg_cell_area_sq_um 7.808 \
    grt_max_degree 18 \
    path_delay_family "buffers and inverters" \
    grt_usage 0.07280 \
    combGateArea_sq_um 784.5 \
    antennaDiodeCount 0 \
    row_count 21 \
    cts_resized 0 \
    fin_crit_ns 5.601 \
    cpMaxStageDelayCell "clkdlybuf4s50_1" \
    finalHoldViolations 0 \
    core_sq_um 3416 \
    maxCapViolCount 0 \
    port_buffers 27 \
    gp_congestion 0.8383 \
    drt-initial-drc-count 57 \
    min_to "q[7]" \
    worst_pin_slew_ns 0.6918 \
    layout.area.seq_sq_um 0 \
    total_power_uw 107.3 \
    crit_type "input pin to output pin" \
    critical_path_buf_inv_count 2 \
    hold_depth 4 \
    synth_area_leader_cell "ha_1" \
    power_density_nw_per_um2 93.03 \
    openroad.warnings 34 \
    nClkBuffers 0 \
    arrival_ns 4.36 \
    placed_area_sq_um 1154 \
    peakVddDrop_mv 0.02268 \
    dr_total_vias 819 \
    overflow 0 \
    cts_hold_buf 0 \
    area_delta_synth_final_pct 36.80 \
    synth.distinct_cells 40 \
    crit_chain "clkdlybuf4s50_1 > nor3b_4 > nor2_1 > xnor2_1 > ha_1 > a21o_1 > a31o_2 > a21oi_1 > xnor2_1 > o31ai_2 > clkdlybuf4s50_1" \
    grt_setup_unrepaired "no" \
    routed_wl_microns 2411 \
    min_from "a[6]" \
    wl_per_cell_microns 13.54 \
    yosys_cells 108 \
    antenna_found_initial 0 \
    cts_setup_buffers 0 \
    die_h_microns 80 \
    via_per_inst 4.601 \
    lay_top_count "clkdlybuf4s50_1" \
    start_kind "input pin" \
    end_kind "output pin" \
    postRouteAntennaNets 0 \
    hp-class "input pin to output pin" \
    cpPeakStageDelay_ns 0.67 \
]
[logic make-up (layout without fill, tap and decap cells)]
logic type,after synthesis,after routing,synth area share
AOI/OAI and AO/OA,32,32,0.2671
and+or+nand+nor,28,28,0.2003
adders and majority gates,16,16,0.2315
xor gates and xnor gates,12,12,0.1335
buffers and inverters,12,36,0.06974
muxes,8,8,0.09792
[cell usage after synthesis]
| library cell | count |
|---|---|
| o21bai_1 | 1 |
| xnor2_2 | 1 |
| o31ai_1 | 1 |
| a32oi_1 | 2 |
| o211ai_1 | 2 |
| buf_4 | 1 |
| a21oi_1 | 6 |
| a22oi_1 | 1 |
| xnor2_1 | 9 |
| a221oi_2 | 1 |
| nor3b_1 | 1 |
| ha_1 | 10 |
| nor4b_1 | 1 |
| nor2b_1 | 2 |
| and2_1 | 1 |
| inv_1 | 7 |
| nor3b_4 | 1 |
| buf_2 | 2 |
| mux2_2 | 2 |
| a21o_1 | 3 |
| nor2b_2 | 1 |
| a31oi_1 | 2 |
| and4_1 | 1 |
| a31o_2 | 1 |
| nand3b_1 | 2 |
| fa_1 | 1 |
| nor3_4 | 1 |
| buf_6 | 1 |
| nor2_1 | 7 |
| o31ai_2 | 1 |
| nand2_1 | 9 |
| a311oi_1 | 1 |
| o21ai_0 | 8 |
| maj3_1 | 5 |
| xor2_1 | 2 |
| o21a_1 | 1 |
| clkbuf_1 | 1 |
| mux2i_1 | 6 |
| a31oi_2 | 1 |
| nand4_1 | 1 |
[where the power goes]
| group | total (uW) | switching, uW | leakage [uW] | internal [uW] |
|---|---|---|---|---|
| sequential | 0 | 0 | 0 | 0 |
| combinational | 107 | 48.9 | 0.000449 | 58.4 |
| clock | 0 | 0 | 0 | 0 |
| total | 107 | 48.9 | 0.000449 | 58.4 |
[area by class of cell]
type | count | area share
multi-input cells | 96 | 0.6800
inverters | 7 | 0.02278
repair buffers | 29 | 0.2473
well taps | 46 | 0.04989
[stage by stage]
step | cells | utilization | setup WS (ns) | hold slack (ns)
floorplan | 108 | - | 2.002 | 2.577
global placement | 178 | 0.3377 | 0.6266 | 3.695
detailed placement | 178 | 0.3377 | 0.6046 | 3.693
CTS | 178 | 0.3377 | 0.5926 | 3.698
global route | 178 | 0.3377 | 0.4032 | 3.731
finish | 178 | 0.3377 | 0.5985 | 3.679
[worst max path at each step]
| stage | end | from |
|---|---|---|
| final | q[7] | op[2] |
| after global routing | q[7] | op[2] |
| after CTS | q[7] | op[2] |
[tightest hold or removal path, delay by kind of cell]
kind	cells	cell delay, ns
buf+inv	2	1.01
compound gates	2	0.20
[metal layers]
layer	share of wire	GRT usage	wire length (microns)	up-vias
li1	-	-	-	445
met1	0.49	0.1011	1178	364
met2	0.47	0.1236	1129	10
met3	0.042	0.009091	102	0
met4	0	0	0	0
met5	0	0	0	-
No activity file was given, so power comes from the tool's default toggle rates.
